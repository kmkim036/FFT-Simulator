==> design/flow/design.v <==
`timescale 1 ns / 100 ps
module COUNTER_VER3	(iCLK,
                     iRSTn,
                     iEN,
                     iCLR,
                     oCNT);
parameter WL  = 8;
parameter IV  = 0;  
parameter LSB = 2;
parameter ECV = 13;  
input	       		iCLK;
input	       		iRSTn;
input	     		iCLR;
input	       		iEN;
output	[WL-1:0]	oCNT;
reg		[WL-1:0]	oCNT;
always @(negedge iRSTn or posedge iCLK)
begin
    if (~iRSTn)
    begin
        oCNT <= IV ;
    end
    else if (iCLR)
    begin
        oCNT <= IV ;
    end
        else if (iEN)
        begin
        if (oCNT[WL-1:LSB] == ECV)
        begin
            oCNT <= IV;
        end
        else
        begin
            oCNT <= oCNT+1;
        end
        end
    else
    begin
        oCNT <= oCNT;
    end
end
endmodule
`timescale 1 ns / 100 ps
module D_REG(iRSTn,
             iCLK,
             iEN,
             iCLR,
             iDATA,
             oDATA);
    parameter WL = 8;
    input	iRSTn;
    input	iCLK;
    input	iEN;
    input	iCLR;
    input	[WL-1:0] iDATA;
    output	[WL-1:0] oDATA;
    reg 	[WL-1:0] oDATA;
    always @(posedge iCLK or negedge iRSTn)
    begin
        if (~iRSTn)
        begin
            oDATA <= # 3	0;
        end
        else if (iCLR)
        begin
            oDATA <= # 3	0;
        end
            else if (iEN)
            begin
            oDATA	 <= # 3	iDATA;
            end
        else
        begin
            oDATA	 <= # 3	oDATA;
        end
    end
endmodule
`timescale 1 ns / 100 ps
module MEM_R_CTRL(iRSTn,
                  iCLK,
                  iStart_INT,
                  iCLR,
                  oEN_RC,
                  oEN,
                  RADDR,
                  STATE);
    parameter	STATE0	 = 3'b000;
    parameter	STATE1	 = 3'b001;
    parameter	STATE2	 = 3'b010;
    parameter	STATE3	 = 3'b011;
    parameter	STATE4	 = 3'b100;
    parameter	STATE5	 = 3'b101;
    parameter	CNT		   = 20;
    input 				iRSTn;
    input 				iCLK;
    input 				iStart_INT;
    input 				iCLR;
    output 				oEN_RC;
    output 				oEN;
    output	[6:0]		RADDR;
    output	[2:0]		STATE;
    reg		[2:0]		current_state;
    wire	[2:0]		next_state;
    wire				Cnt_EN;
    wire	[4:0]		oCNT;
    wire				oEN_FINAL;
    always @(posedge iCLK or negedge iRSTn)
    begin
        if (~iRSTn)
        begin
            current_state <= STATE0;
        end
        else if (iCLR)
        begin
            current_state <= STATE0;
        end
        else
        begin
            current_state <= next_state;
        end
    end
    assign next_state = (current_state == STATE0) ? ((iStart_INT == 1) ? STATE1 : STATE0) :
    (current_state == STATE1) ? ((oCNT == CNT-1) ?	STATE2 : STATE1) :
    (current_state == STATE2) ? ((oCNT == CNT-1) ? STATE3 : STATE2) :
    (current_state == STATE3) ? ((oCNT == CNT-1) ? STATE4 : STATE3) :
    (current_state == STATE4) ? ((oCNT == CNT-1) ? STATE5 : STATE4) :
    (current_state == STATE5) ? ((oCNT == CNT-1) ? STATE0 : STATE5) : STATE0;
    assign Cnt_EN = (current_state == STATE0) ? 1'b0 : 1'b1 ;
    COUNTER_VER3#(
    .WL(5),
    .IV(0),
    .LSB(0),
    .ECV(CNT-1)
    )U_COUNTER_V3_WC(
    .iCLK(iCLK),
    .iRSTn(iRSTn),
    .iEN(Cnt_EN),
    .iCLR(iCLR),
    .oCNT(oCNT)
    );
    assign	oEN_RC = (current_state == STATE1) ? ((oCNT < 5'd16) ? {1'b1} : 0) :
    (current_state == STATE2) ? ((oCNT < 5'd16) ? {1'b1} : 0) :
    (current_state == STATE3) ? ((oCNT < 5'd16) ? {1'b1} : 0) :
    (current_state == STATE4) ? ((oCNT < 5'd16) ? {1'b1} : 0) :
    (current_state == STATE5) ? ((oCNT < 5'd16) ? {1'b1} : 0) : 0;
    assign	RADDR = (current_state == STATE1) ? {3'b000,{oCNT[0]},{oCNT[3]},{oCNT[2]},{oCNT[1]}} :
    (current_state == STATE2) ? {3'b001,{oCNT[3]},{oCNT[0]},{oCNT[2]},{oCNT[1]}} :
    (current_state == STATE3) ? {3'b010,{oCNT[2]},{oCNT[1]},{oCNT[0]},{oCNT[3]}} :
    (current_state == STATE4) ? {3'b011,{oCNT[3:0]}} :
    (current_state == STATE5) ? {3'b011,{oCNT[3:0]}} :	0;
    assign	oEN_FINAL = 	(current_state == STATE5)	? ((oCNT < 5'd16) ? 1'b1 : 0) : 0;
    assign	STATE = current_state;
    D_REG#(
    .WL(1)
    )D_REG_oEN(
    .iRSTn(iRSTn),
    .iCLK(iCLK),
    .iCLR(iCLR),
    .iEN(1'b1),
    .iDATA(oEN_FINAL),
    .oDATA(oEN)
    );
endmodule
==> design/flow/run.sh <==
#!/bin/bash
# OpenROAD 26Q1-2900-gdf79404cd8, Yosys 0.63+post, stock flow scripts
make -C /OpenROAD-flow-scripts/flow DESIGN_CONFIG=/design/flow/config.mk WORK_HOME=/design/flow/orfs finish
==> design/flow/config.mk <==
export PLATFORM = sky130hd
export DESIGN_NAME = MEM_R_CTRL
export DESIGN_NICKNAME = MEM_R_CTRL
export VERILOG_FILES = /design/flow/design.v
export SDC_FILE = /design/flow/constraint.sdc
export NUM_CORES = 4
export LEC_CHECK = 1
export CORE_AREA = 10 10 74 74
export DIE_AREA = 0 0 84 84
==> design/flow/constraint.sdc <==
current_design MEM_R_CTRL

set clk_period 3.0
set clk_io_pct 0.2

create_clock -name clk0 -period $clk_period [get_ports {iCLK}]

set non_clock_inputs [all_inputs -no_clocks]
set_input_delay [expr $clk_period * $clk_io_pct] -clock clk0 $non_clock_inputs
set_output_delay [expr $clk_period * $clk_io_pct] -clock clk0 [all_outputs]
==> impl_metrics.yaml <==
# yosys + openroad results
place:
  placed_cells: 134
  gp_congestion: 0.798
  port_buffers: 14
  post-place-ws_ps: 640
  place_area_um2: 847
  dpl.hpwl_mm: 1.22
global_route:
  grt_pass1_wl_mm: 2.76
  grt_max_degree: 22
  grt_util_all_layers: 0.0451
  overflow: 0
  first_global_vias: 531
  grt_antenna_before_repair: 0
logic_synthesis:
  yosys_warnings: 3
  edf_count: 0
  yosys_area_um2: 696
  largest_area_cell: "dfrtp_1"
  top_cell: "dfrtp_1"
  ys_types: 38
  ys_seq_elements: 9
  top_cell_area_share: 0.324
  syn_area_per_cell_um2: 8.92
  async_reset_ff_frac: 1.00
  synth_top_flop_cell: "dfrtp_1"
  top_cells_by_area: "dfrtp_1 (32%), a21oi_1 (5.8%), mux2i_1 (4.3%), nand4bb_4 (4.0%), nand2_1 (3.8%)"
  ys_seq_frac: 0.324
  synth_area_um2: 696
  synthCells: 78
  top_cells_by_count: "dfrtp_1 (9), a21oi_1 (8), nand2_1 (7)"
  yosysCellCount: 78
drt:
  routed_wl_mm: 1.63
  drt_iter0_markers: 70
  diodes: 0
  routedWlPerCell_um: 11.8
  vias: 621
  detail-route-antenna-nets: 0
  drcViolationCount: 0
  vias_per_cell: 4.50
  drtPass1Iterations: 4
worst_setup_path:
  cp_max_fo: 21
  slowest_delay_ps: 740
  crit_required_ps: 2400
  start_kind: "flip-flop"
  worstPathArrival_ps: 2010
  worstSetupEndpointType: "output port"
  slowest_stage: "dfrtp_1"
  crit_type: "flip-flop to output port"
  path_cells: "mux2_2 -> o22ai_1 -> clkdlybuf4s50_1"
cts:
  root_buffer: "clkbuf_8"
  cts_sinks: 9
  cts_resized: 0
  cts_buffer_depth: 2
  holdBufCountCts: 0
  post_cts.repair.setup_buffers: 0
  cts_max_level: 1
  tritoncts: "done"
  cts_inserted_buffers: 3
  clock_latency_ps: 230
  cts.clk_slew.worst_paths_ps: 40
floorplan:
  core_um2: 3970
  placementRows: 23
  chipArea_um2: 7060
  fp_util: 0.175
  die_h_um: 84
  die_w_um: 84
  pin_count: 16
final_timing:
  worstMarginPinSlew_ps: 626
  finalSetupViolations: 0
  layout_setup_ws_ps: 393
  min_period_over_period: 0.869
  setup-tns-final_ps: 0
  fin_crit_ps: 2610
  relSlewSlack: 0.583
  hold_slack_ps: 613
  final_hold_viol_count: 0
  rsz0062_at_grt: "false"
  finalClockSkew_ps: 0.254
  timing.fmax_mhz: 384
  drv_slew: 0
finish:
  drive_above_1_share: 0.0909
  area_growth_pct: 28.2
  design_area_um2: 892
  stdcell_count: 138
  fin_util: 0.225
outcome:
  status: "finished, final reports clean"
pwr:
  ir_worst_vdd_mv: 0.101
  leakage_nw: 0.341
  finalPower_mw: 0.300
  p_per_area_nw_per_um2: 336
flow_run:
  tool_warnings: 25
  maxCapViolations: 0
hold_path:
  worstHoldPathType: "flip-flop to flip-flop"
[critical path, delay by kind of cell, from the launching register on]
family          cells  cell delay [ps]
flops               1              740
buf+inv             1              490
mux                 1              400
compound gates      1              150
[sequential cells by signal, indices dropped and copies added, names as in the netlist]
signal                cells
U_COUNTER_V3_WC.oCNT      5
current_state             3
D_REG_oEN.oDATA           1
[cell usage in the layout (no fill, tap or decap)]
| master | Yosys | layout |
|---|---|---|
| a21oi_1 | 8 | 8 |
| o22ai_1 | 1 | 1 |
| and3b_1 | 1 | 1 |
| nand2b_1 | 1 | 1 |
| nand4bb_4 | 1 | 1 |
| o31ai_1 | 1 | 1 |
| clkbuf_1 | 1 | 1 |
| clkbuf_8 | 0 | 3 |
| nand2_1 | 7 | 7 |
| nand3b_1 | 1 | 1 |
| nor4b_1 | 1 | 1 |
| nand4_1 | 1 | 1 |
| a21boi_0 | 1 | 1 |
| o2bb2ai_1 | 1 | 1 |
| inv_1 | 2 | 2 |
| and4bb_2 | 1 | 1 |
| a31oi_1 | 2 | 2 |
| mux2_2 | 2 | 2 |
| nor2_1 | 2 | 2 |
| nand3_1 | 1 | 1 |
| or3_1 | 4 | 4 |
| a211oi_1 | 3 | 3 |
| nor3_2 | 1 | 1 |
| o21ai_0 | 5 | 5 |
| mux2i_1 | 3 | 3 |
| and3_1 | 1 | 1 |
| xor2_1 | 1 | 1 |
| ha_1 | 1 | 1 |
| o211a_1 | 1 | 1 |
| nor4_1 | 1 | 1 |
| a21o_1 | 1 | 1 |
| clkdlybuf4s50_1 | 0 | 14 |
| conb_1 | 1 | 1 |
| dfrtp_1 | 9 | 9 |
| or4b_1 | 1 | 1 |
| nor2b_1 | 2 | 2 |
[worst paths after layout]
| check | end | start | slack, ps | depth (start not counted) |
|---|---|---|---|---|
| min in group asynchronous | U_COUNTER_V3_WC.oCNT[1]$_DFFE_PN0P_ | iRSTn | 690 | 1 |
| max in group asynchronous | current_state[0]$_DFF_PN0_ | iRSTn | 2010 | 1 |
| worst min-delay path | D_REG_oEN.oDATA$_DFF_PN0_ | U_COUNTER_V3_WC.oCNT[4]$_DFFE_PN0P_ | 610 | 1 |
| worst max-delay path | RADDR[2] | current_state[1]$_DFF_PN0_ | 390 | 3 |
| worst max register to register | U_COUNTER_V3_WC.oCNT[4]$_DFFE_PN0P_ | current_state[1]$_DFF_PN0_ | 1280 | 3 |
| worst min register to register | D_REG_oEN.oDATA$_DFF_PN0_ | U_COUNTER_V3_WC.oCNT[4]$_DFFE_PN0P_ | 610 | 1 |
[area by class of cell]
class / instances / area [µm²]
flip-flops and latches: 9 / 225
clock buffers: 4 / 45.0
fillers: 422 / 3080
inverters: 2 / 7.51
repair buffers: 14 / 140
well taps: 50 / 62.6
multi-input cells: 59 / 412
[where the power goes]
| group | internal, mW | leakage (nW) | switching, mW |
|---|---|---|---|
| logic | 0.0166 | 0.195 | 0.0141 |
| clock network | 0.0923 | 0.0228 | 0.0444 |
| registers | 0.125 | 0.123 | 0.00792 |
| total | 0.234 | 0.341 | 0.0664 |
[kinds of logic (layout without fill, tap and decap cells)]
kind of cell,after synthesis,in the layout,share of synthesized area
AND/OR/NAND/NOR,27,27,0.268
AND-OR/OR-AND,24,24,0.212
buffers and inverters,10,20,0.0845
flip-flops,9,9,0.324
multiplexers,5,5,0.0755
adder cells (fa/ha/maj),1,1,0.0180
other,1,1,0.00539
XOR/XNOR,1,1,0.0126
[per-layer routing]
layer / track usage / vias up / routed length (µm)
met5: 0 / - / 0
met4: 0.00609 / 0 / 0
met3: 0.0197 / 0 / 145
met2: 0.0578 / 19 / 697
met1: 0.0678 / 295 / 786
li1: - / 307 / -
Power is estimated from default activity; no workload was simulated.
