--- design/flow/config.mk ---
export PLATFORM = sky130hd
export DESIGN_NAME = MEM_W_CTRL
export DESIGN_NICKNAME = MEM_W_CTRL
export VERILOG_FILES = /design/flow/design.v
export SDC_FILE = /design/flow/constraint.sdc
export NUM_CORES = 4
export LEC_CHECK = 1
export CORE_AREA = 10 10 85 85
export DIE_AREA = 0 0 95 95
--- design/flow/constraint.sdc ---
current_design MEM_W_CTRL

set clk_period 2.1
set clk_io_pct 0.2

create_clock -name clk0 -period $clk_period [get_ports {iCLK}]

set non_clock_inputs [all_inputs -no_clocks]
set_input_delay [expr $clk_period * $clk_io_pct] -clock clk0 $non_clock_inputs
set_output_delay [expr $clk_period * $clk_io_pct] -clock clk0 [all_outputs]
--- design/flow/design.v ---
`timescale 1 ns / 100 ps
module COUNTER_VER3	(iCLK,
                     iRSTn,
                     iEN,
                     iCLR,
                     oCNT);
parameter WL  = 8;
parameter IV  = 0;  
parameter LSB = 2;
parameter ECV = 13;  
input	       		iCLK;
input	       		iRSTn;
input	     		iCLR;
input	       		iEN;
output	[WL-1:0]	oCNT;
reg		[WL-1:0]	oCNT;
always @(negedge iRSTn or posedge iCLK)
begin
    if (~iRSTn)
    begin
        oCNT <= IV ;
    end
    else if (iCLR)
    begin
        oCNT <= IV ;
    end
        else if (iEN)
        begin
        if (oCNT[WL-1:LSB] == ECV)
        begin
            oCNT <= IV;
        end
        else
        begin
            oCNT <= oCNT+1;
        end
        end
    else
    begin
        oCNT <= oCNT;
    end
end
endmodule
`timescale 1 ns / 100 ps
module MEM_W_CTRL(iRSTn,
                  iCLK,
                  iStart_W,
                  iCLR,
                  oEN_WC,
                  WADDR);
    parameter	STATE0		 = 3'b000;
    parameter	STATE1		 = 3'b001;
    parameter	STATE2		 = 3'b010;
    parameter	STATE3		 = 3'b011;
    parameter	STATE4		 = 3'b100;
    parameter	CNT			   = 20;
    input 				iRSTn;
    input 				iCLK;
    input 				iStart_W;
    input 				iCLR;
    output 				oEN_WC;
    output	[6:0]		WADDR;
    reg		[2:0]		current_state;
    wire				Cnt_EN;
    wire	[2:0]		next_state;
    wire	[4:0]		oCNT;
    always @(posedge iCLK or negedge iRSTn)
    begin
        if (~iRSTn)
        begin
            current_state <= STATE0;
        end
        else if (iCLR)
        begin
            current_state <= STATE0;
        end
        else
        begin
            current_state <= next_state;
        end
    end
    assign next_state = (current_state == STATE0) ? ((iStart_W == 1) ? STATE1 : STATE0) :
    (current_state == STATE1) ? ((oCNT == CNT-1) ? STATE2 : STATE1) :
    (current_state == STATE2) ? ((oCNT == CNT-1) ? STATE3 : STATE2) :
    (current_state == STATE3) ? ((oCNT == CNT-1) ? STATE4 : STATE3) :
    (current_state == STATE4) ? ((oCNT == CNT-1) ? STATE0 : STATE4) : STATE0;
    assign Cnt_EN = (current_state == STATE0) ? 1'b0 : 1'b1;
    COUNTER_VER3#(
    .WL(5),
    .IV(0),
    .LSB(0),
    .ECV(CNT-1)
    )U_COUNTER_V3_WC(
    .iCLK(iCLK),
    .iRSTn(iRSTn),
    .iEN(Cnt_EN),
    .iCLR(iCLR),
    .oCNT(oCNT)
    );
    assign	oEN_WC = (current_state == STATE1) ? ((oCNT < 5'd16) ? {1'b1} : 0) :
    (current_state == STATE2) ? ((oCNT < 5'd16) ? {1'b1} : 0) :
    (current_state == STATE3) ? ((oCNT < 5'd16) ? {1'b1} : 0) :
    (current_state == STATE4) ? ((oCNT < 5'd16) ? {1'b1} : 0) : 0;
    assign	WADDR = (current_state == STATE1) ? {3'b001,{oCNT[0]},{oCNT[3]},{oCNT[2]},{oCNT[1]}} :
    (current_state == STATE2) ? {3'b010,{oCNT[3]},{oCNT[0]},{oCNT[2]},{oCNT[1]}} :
    (current_state == STATE3) ? {3'b011,{oCNT[2]},{oCNT[1]},{oCNT[0]},{oCNT[3]}} :
    (current_state == STATE4) ? {3'b100,{oCNT[3:0]}} : 0;
endmodule
--- design/flow/run.sh ---
#!/bin/bash
# OpenROAD 26Q1-2900-gdf79404cd8, Yosys 0.63+post, stock flow scripts
make -C /OpenROAD-flow-scripts/flow DESIGN_CONFIG=/design/flow/config.mk WORK_HOME=/design/flow/orfs finish
==> summary.txt <==
Figures from the implementation reports.

- The tally of nets with antenna violations remaining after routing is 0.
- The remaining global-route overflow is 0.
- The headroom to the max-slew limit is 68.8%.
- The standard cell area after detailed placement reads 817 um2.
- The type of the most critical hold path is in -> async.
- Global routing used 3.37% of the available tracks.
- The startpoint of the worst register-to-register path is U_COUNTER_V3_WC.oCNT[0]$_DFFE_PN0P_.
- The root buffer cell is clkbuf_8.
- The gate count after technology mapping is 72.
- The leakage power figure reads 0.378 nW.
- The yosys warning tally reads 2.
- The yosys cell count reads 72.
- The maximum clock frequency reads 487 MHz.
- The pin count of the biggest net entering global routing is 12.
- The register bit count reported by yosys is 10.
- The tally of max-capacitance violations is 0.
- The worst endpoint required time is 1.68 ns.
- The run finished with clean final reports.
- The pre-CTS setup check shows a worst slack of 0.185 ns.
- The top fanout value on the critical path is 6.
- 12 I/O pins were placed.
- The clock tree from TritonCTS is yes.
- The number of OpenROAD warnings reads 25.
- The non-filler instance count after layout is 160.
- The number of buffers added on ports reads 11.
- The via count of the first global-routing pass reads 514.
- Dividing the detail-routed wire length by the instance count gives 9.68 um.
- The number of library cell types mapped by synthesis reads 31.
- Cells with a size suffix above 1 make up 22.7% of the layout.
- Yosys reports a chip area of 642 um2.
- The number of placed instances, taps included reads 151.
- The area of the chip is 9030 um2.
- The number of hold buffers added after CTS is 0.
- The number of buffers between clock root and the deepest sink is 2.
- The floorplan has 27 rows.
- The number of inserted filler cells in the final layout is 607.
- The placement summary gives the final routability congestion estimate as 0.791.
- The ratio of routed vias to standard cells is 3.47.
- The global-route wire length before repair is 2440 um.
- The area added between synthesis and finish is 46.8%.
- The number of violations reported at the end of detailed-routing iteration 0 reads 35.
- The number of antenna diodes is 0.
- For this run, the register share of the synthesized area comes to 39.2%.
- Hold-check failures listed in the final report amount to 0.
- The clock buffer count from CTS reads 3.
- The cell area after layout is 942 um2.
- The total via count after detailed routing is 555.
- The count of endpoints failing setup in the final report reads 0.
- Dividing total power by cell area gives a power density of 538 nW/um2.
- The actual transition at the worst max-transition pin is 0.466 ns.
- The endpoint of the most critical register-to-register path is U_COUNTER_V3_WC.oCNT[0]$_DFFE_PN0P_.
- The share of the clock period used by the worst path reads 97.7%.
- The critical path launch point type reads a flip-flop.
- The x dimension of the die is 95 um.
- VDD sags by at most 0.000210 V.
- Power comes to 0.507 mW.
- Once the floorplan was initialized, standard cells occupied 11.7% of the core.
- The clock tree has to reach 10 sinks.
- The die span in y reads 95 um.
- The register-to-register path setup slack reads 0.52 ns.
- The worst setup slack after layout reads 0.0478 ns.
- The final wirelength is 1550 um.
- The initial antenna violation count is 0.
- The clock transition time at the flip-flop clock pins of the worst setup and hold paths is 0.05 ns.
- The detailed-route DRC error count is 0.
- The worst reg2reg path depth is 5.
- The mapped cell area reads 642 um2.
- The number of H-tree branching levels reads 1.
- The worst path needs 2.05 ns of the cycle, external delays included.
- The insertion delay of the later-clocked pin in the worst-skew pair is 0.24 ns.
- The floorplan step defined a core boundary enclosing 5470 um2.
- The worst setup path is captured at a primary output.
- STA puts the critical path data arrival time at 1.63 ns.
- Detailed placement finished with a half-perimeter wire length of 1140 um.
- Per the final report, max-transition violations number 0.
- The average instance area after synthesis reads 8.91 um2.
- The number of detailed-route iterations in the first pass reads 4.
- The critical path is of the reg -> out type.
- The final setup skew is 0.00470 ns.
-- layout make-up --
class / instances / area (um2) / share of cell area (%)
repair buffers: 18 / 178 / 18.9
well taps: 72 / 90.1 / 9.56
clock buffers: 4 / 55.1 / 5.84
multi-input cells: 53 / 354 / 37.6
flip-flops and latches: 10 / 254 / 27.0
inverters: 3 / 11.3 / 1.20
-- power by group --
part | internal, mW | leakage, nW | switching, mW
Sequential | 0.200 | 0.131 | 0.0102
Clock | 0.165 | 0.0288 | 0.0757
Combinational | 0.0331 | 0.219 | 0.0231
Total | 0.398 | 0.378 | 0.109
-- synth_stat cells, drive strengths merged --
cell type  count  area [um2]
nor2          11        43.8
dfrtp          9         225
a21oi          8        40.0
nand2          5        18.8
buf            4        32.5
mux2i          4        40.0
inv            3        11.3
o21ai          3        15.0
a221o          2        20.0
a31oi          2        12.5
and2b          2        16.3
clkbuf         2        7.51
nand2b         2        12.5
nand3b         2        15.0
nor2b          2        12.5
nor4bb         2        26.3
a211o          1        8.76
a21o           1        7.51
a22oi          1        7.51
and2           1        6.26
dfstp          1        26.3
ha             1        12.5
nand4b         1        8.76
or3            1        6.26
xnor2          1        8.76
-- worst max path at each step --
stage                                       from  endpoint  slack [ns]  cells after the start
after CTS             current_state[4]$_DFF_PN0_  WADDR[2]        0.01                      4
after global routing  current_state[4]$_DFF_PN0_  WADDR[2]      -0.006                      5
final                 current_state[4]$_DFF_PN0_  WADDR[2]        0.05                      5
-- layout by cell type (no fill, tap or decap), drive strengths merged, types with 3 or more instances in the layout --
| cell type | count |
|---|---|
| inv | 3 |
| nor2 | 11 |
| o21ai | 3 |
| mux2i | 4 |
| dfrtp | 9 |
| clkdlybuf4s50 | 10 |
| a21oi | 8 |
| clkbuf | 4 |
| buf | 7 |
| nand2 | 5 |
-- per-stage QoR --
| step | setup TNS (ns) | utilization, % | hold slack [ns] |
|---|---|---|---|
| global route | -0.00915 | 17.2 | 0.534 |
| CTS | 0 | 16.2 | 0.517 |
| global placement | 0 | 14.9 | 0.558 |
| floorplan | 0 | - | 0.124 |
| detailed placement | 0 | 14.9 | 0.560 |
| finish | 0 | 17.2 | 0.506 |
-- flip-flops by register name (all words and copies together), names as in the netlist --
signal and count:
current_state 5, U_COUNTER_V3_WC.oCNT 5
-- routing by layer --
layer	part of all wire (%)	track usage (%)	vias up
met5	0	0	-
met4	0	0.125	0
met3	11	2.00	0
met2	43	5.15	16
met1	46	4.23	256
li1	-	-	283
-- critical path, cell delays in order, from the launching register on --
cell and delay (ns):
dfrtp_2 0.46, buf_12 0.15, nand3b_1 0.07, a21oi_1 0.06
a221o_1 0.25, clkdlybuf4s50_1 0.41
-- cells by family after synthesis --
logic type	count (synthesis)	synth area share, %
fa+ha+maj	1	1.95
simple gates	29	25.9
mux	4	6.24
compound gates	18	17.3
xor+xnor	1	1.36
buf+inv	9	7.99
flops	10	39.2
-- repair_timing --
| action | in CTS | in global routing |
|---|---|---|
| gates resized | 3 | 4 |
| pin swaps | 0 | 1 |
| setup endpoints to repair | 2 | 4 |
| buffers inserted | 1 | 4 |
Power figures rest on the tool's default switching activity, not on a simulated workload.
